### config.mk
export PLATFORM = sky130hd
export DESIGN_NAME = top
export DESIGN_NICKNAME = top
export VERILOG_FILES = /design/flow/design.v
export SDC_FILE = /design/flow/constraint.sdc
export NUM_CORES = 4
export LEC_CHECK = 1
export CORE_UTILIZATION = 30
### constraint.sdc
current_design top

set clk_period 15.7
set clk_io_pct 0.2

create_clock -name clk0 -period $clk_period [get_ports {clk}]

set non_clock_inputs [all_inputs -no_clocks]
set_input_delay [expr $clk_period * $clk_io_pct] -clock clk0 $non_clock_inputs
set_output_delay [expr $clk_period * $clk_io_pct] -clock clk0 [all_outputs]
### design.v
module alu
#(
    parameter NB_REG = 32,              
    parameter NB_OP  = 6                
)
(
    output reg [NB_REG - 1 : 0] o_out,  
    input      [NB_REG - 1 : 0] i_a  ,  
    input      [NB_REG - 1 : 0] i_b  ,  
    input      [NB_OP  - 1 : 0] i_op    
);
    always @(*) begin
        case (i_op)
            6'b000000 : o_out = i_a << i_b                                         ;   
            6'b000010 : o_out = i_a >> i_b                                         ;   
            6'b000011 : o_out = $signed(i_a) >>> i_b                               ;   
            6'b100000 : o_out = i_a + i_b                                          ;   
            6'b100010 : o_out = i_a - i_b                                          ;   
            6'b100100 : o_out = i_a & i_b                                          ;   
            6'b100101 : o_out = i_a | i_b                                          ;   
            6'b100110 : o_out = i_a ^ i_b                                          ;   
            6'b100111 : o_out = ~(i_a | i_b)                                       ;   
            6'b101010 : o_out = $signed(i_a) < $signed(i_b) ? 1'b1 : {NB_REG{1'b0}};   
            6'b101011 : o_out = (i_a < i_b) ? 1'b1 : {NB_REG{1'b0}}                ;   
            default   : o_out = {NB_REG{1'b0}};
        endcase
    end
endmodule
module top
#(
    parameter NB_LEDS = 16,
    parameter NB_SW   = 16,
    parameter NB_REG = 16,              
    parameter NB_OP  = 6                
)
(
    output [NB_LEDS - 1 : 0] o_led  ,   
    input  [NB_SW   - 1 : 0] i_sw   ,   
    input                    i_btn_1,
    input                    i_btn_2,
    input                    i_btn_3,
    input                    i_rst  ,
    input                    clk
);
    reg [NB_SW - 1 : 0] reg_a;
    reg [NB_SW - 1 : 0] reg_b;
    reg [NB_OP - 1 : 0] reg_op;
    always @(posedge clk) begin
        if (i_rst) begin
            reg_a  <= {NB_SW{1'b0}};
            reg_b  <= {NB_SW{1'b0}};
            reg_op <= {NB_SW{1'b0}};
        end
        else begin
            if (i_btn_1) begin
                reg_a <= i_sw;
            end
            if (i_btn_2) begin
                reg_b <= i_sw;
            end
            if (i_btn_3) begin
                reg_op <= i_sw[NB_OP - 1 : 0];
            end
        end
    end
    alu
    #(
        .NB_REG (NB_REG),               
        .NB_OP  (NB_OP )                
    )
        u_alu
        (
            .o_out (o_led ),
            .i_a   (reg_a ),
            .i_b   (reg_b ),
            .i_op  (reg_op)
        );
endmodule
### run.sh
#!/bin/bash
# OpenROAD 26Q1-2900-gdf79404cd8, Yosys 0.63+post, stock flow scripts
make -C /OpenROAD-flow-scripts/flow DESIGN_CONFIG=/design/flow/config.mk WORK_HOME=/design/flow/orfs finish
==> reports/metrics.yaml <==
status:
  status: "finished, final reports clean"
timing:
  rsz_0062_raised_after_global_routing: "no"
  worstMarginPinSlew_ps: 896
  period_needed_ps: 7570
  hold_fails_final_rpt: 0
  setup-violations-final: 0
  max_slew_margin_pct: 40.0
  totalNegativeSetupSlack_ps: 0
  fmax_mhz: 132
  slew_violations: 0
  finClkSkew_ps: 0
  finalCritPeriodShare_pct: 48.2
power_and_ir_drop:
  maximum_vdd_drop_v: 0.0000532
  p_sw_uw: 160
  cellLeakagePower_uw: 0.00253
  switching_share_pct: 40.5
  intPower_uw: 235
  design_power_total_uw: 394
  power.combinational.fraction_pct: 43.8
  pwr-share-seq_pct: 29.7
  power_frac_clock_pct: 26.4
  cellPowerDensity_mw_per_mm2: 59.7
grt:
  antenna_found_initial: 0
  globalRouteOverflowTotal: 0
  grt_max_degree: 53
  grt_usage_pct: 23.6
  grt_pass1_wl_um: 35700
  grt_pass1_vias: 5983
drt:
  routed_wire_length_per_instance_um: 22.3
  detailroute.via_count: 6189
  route.detailed.vias_per_inst: 6.03
  drt-initial-drc-count: 694
  drc: 0
  insertedDiodeCount: 0
  totalWireLength_um: 22800
  final_antenna_net_count: 0
  drt_pre_antenna_iters: 5
worst_setup_path:
  cp_common_cell: "nor2_1"
  critPathBufInv: 2
  worst_ep_required_time_ps: 12560
  timing.critical_path.from: "reg_b[4]$_SDFFE_PP0P_"
  arrival_ps: 4430
  critical-path-max-stage-delay_ps: 660
  setup.worst_path.end_class: "output pin"
  cp-start-kind: "flop"
  critPathSlowestCell: "dfxtp_1"
  path_delay_family: "simple AND/OR/NAND/NOR gates"
  path_cells: "clkinv_1, ha_1, nor2_1, a2111oi_2, nor3_1, o41ai_2, nor2_1, nor4b_1, or4_1, clkdlybuf4s50_1"
  crit_cells: 10
  critical_path.max_fanout: 13
  start_of_the_worst_register_to_register_path: "reg_b[1]$_SDFFE_PP0P_"
  critPathKind: "flop to output pin"
  r2r.worst_path.cells: 3
clocking:
  cts-buffers-inserted: 5
  cts_root_buf: "clkbuf_16"
  clock_tree_from_tritoncts: "yes"
  cts-root-to-sink-buffers: 2
  clock_latency_on_the_worst_skew_pair_ps: 290
  cts.clk_slew.worst_paths_ps: 70
  cts_num_sinks: 38
  number_of_instances_resized_during_post_cts_repair: 0
  post_cts.repair.setup_buffers: 0
  ctsHoldBuffers: 0
  h_tree_depth: 2
yosys:
  synth_stat.cells: 764
  synthTopCellsByCount: "nor2_1, mux2i_1, ha_1, nand2_1, o21ai_0"
  ys_chip_area_mm2: 0.00589
  dominantRegCellSynth: "dfxtp_1"
  fraction_of_the_yosys_area_taken_by_sequential_cells_pct: 12.9
  top_area_share_pct: 12.9
  synth.avg_cell_area_um2: 7.71
  ys_async_sr_fraction_pct: 0
  synthCells: 764
  synth-warning-count: 2
  syn_std_cell_area_mm2: 0.00589
  synth.ff_latch_count: 38
  ys_top_cells_by_area: "dfxtp_1, ha_1, mux2i_1"
  flip_flops_with_a_built_in_enable: 0
  distinct_cell_type_count_after_synthesis: 84
  netlist.top_cell.by_instances: "nor2_1"
  post-synth-top-area-cell: "dfxtp_1"
placement:
  gp_congestion: 1.03
  placed_cell_area_mm2: 0.00647
  place_hpwl_um: 17100
  port-buffer-count: 36
  placed_cells_incl_taps: 1018
worst_hold_path:
  hold_path.startpoint: "reg_op[1]$_SDFFE_PP0P_"
  hold_depth: 2
  worst_hold_path_type: "flop to flop"
final_layout:
  drive_gt1_share_pct: 9.40
  synthToLayoutAreaGrowth_pct: 12.2
  post_layout_nonfiller_instances: 1026
  design_area_mm2: 0.00661
floorplan:
  floorplanUtilization_pct: 31.1
  die_height_um: 142
  die-area_mm2: 0.0202
  coreArea_mm2: 0.0190
  placementRows: 50
  die_width_um: 142
  num_io_pins: 37
run:
  cap_violations: 0
  warnings: 62
## path summary, 6_finish.rpt
kind	slack [ps]	end
worst min register to register	500	reg_op[1]$_SDFFE_PP0P_
worst min-delay path	500	reg_op[1]$_SDFFE_PP0P_
worst max register to register	14560	reg_b[1]$_SDFFE_PP0P_
worst max-delay path	8130	o_led[0]
## cell usage in the layout (no fill, tap or decap), drive strengths merged, types with 5 or more instances in the layout
cell / Yosys / routed
o21ai: 44 / 44
xor2: 8 / 8
nor3: 27 / 27
nand2: 52 / 52
ha: 53 / 53
a22oi: 8 / 8
a221oi: 9 / 9
o221ai: 5 / 5
nand3: 16 / 16
dfxtp: 38 / 38
and3: 6 / 6
nand2b: 6 / 6
clkdlybuf4s50: 0 / 36
nor4: 6 / 6
a31oi: 5 / 5
o32ai: 5 / 5
buf: 24 / 18
or3: 7 / 7
o211ai: 14 / 14
a21o: 5 / 5
o22ai: 5 / 5
o211a: 5 / 5
mux4: 18 / 18
xnor2: 11 / 11
nor2b: 9 / 9
clkbuf: 36 / 6
nor2: 94 / 94
a21oi: 35 / 35
or4: 7 / 7
a211oi: 15 / 15
mux2i: 62 / 62
inv: 40 / 40
## state kept, by name (all words and copies together), names as in the netlist
signal,cells
reg_a,16
reg_b,16
reg_op,6
## worst register-to-register path, delay by kind of cell (launching register included)
kind / cells / cell delay [ps]
buffers and inverters: 1 / 510
flip-flops: 1 / 310
multiplexers: 1 / 150
AND/OR/NAND/NOR: 1 / 100
## logic make-up (layout without fill, tap and decap cells)
family / Yosys count / after routing / share of synthesized area [%]
simple gates: 257 / 257 / 21.7
xor+xnor: 19 / 19 / 2.82
compound gates: 210 / 210 / 25.6
mux: 83 / 83 / 18.0
flops: 38 / 38 / 12.9
fa+ha+maj: 55 / 55 / 11.9
buf+inv: 102 / 104 / 7.09
## area by class of cell
cell class / instances / area [um2]
Multi-Input combinational cell: 624 / 4730
Clock buffer: 6 / 129
Inverter: 42 / 158
Fill cell: 2000 / 12300
Tap cell: 260 / 325
Sequential cell: 38 / 763
Timing Repair Buffer: 54 / 495
Clock inverter: 2 / 13.8
## power groups by stage
stage / logic (uW) / registers (uW) / clock network, uW
6_report: 173 / 117 / 104
4_1_cts: 169 / 117 / 106
5_1_grt: 188 / 118 / 111
## per-layer routing
metal | up-vias | part of all wire, % | track usage (%)
li1 | 2864 | - | -
met1 | 2895 | 45 | 34.6
met2 | 364 | 41 | 33.3
met3 | 66 | 11 | 7.57
met4 | 0 | 3.7 | 6.73
met5 | - | 0 | 0
## per-stage QoR
step | hold slack, ps | setup WS (ps) | utilization, %
2_1_floorplan | 502 | 9310 | -
3_3_place_gp | 476 | 8600 | 34.1
3_5_place_dp | 487 | 8520 | 34.1
4_1_cts | 505 | 8190 | 34.9
5_1_grt | 522 | 7830 | 34.9
6_report | 501 | 8130 | 34.9
No activity file was given, so power comes from the tool's default toggle rates.
